<file path="/design/flow/design.v">
`timescale 1ns / 1ps
module Verilog4(
	input master_clock,
	output reg phi2,
	output last,
	inout [7:0] address,
	input [7:0] data,
	output latch,
	output reg hsync,
	output reg vsync,
	output reg red,
	output reg green,
	output reg blue,
	output reg intensity,
	output ram,
	output rom,
	output via,
	input rw,
	output oe,
	output we,
	input bank,
	output addr16
	);
reg half;
reg [17:0] video_addr;
reg [5:0] video_data;
reg hblank;
reg vblank;
reg hscreen;
reg [7:0] color;
assign address[6:0] = ((~phi2 && ~half) ? video_addr[6:0] : ((~phi2) ? video_addr[16:10] : 7'bzzzzzzz));
assign address[7] = ((~phi2 && ~half) ? video_addr[9] : ((~phi2) ? 1'b0 : 1'bz));
assign last = (phi2 && half) ? 1'b1 : 1'b0;
assign via = (phi2 && address[7:0] == 8'b00000111) ? 1'b0 : 1'b1;
assign ram = (~phi2 || (phi2 && ~(address[7] && address[6]) && via)) ? 1'b0 : 1'b1;
assign rom = ((phi2 && address[7] && address[6])) ? 1'b0 : 1'b1;
assign oe = (~phi2 || rw) ? 1'b0 : 1'b1;
assign we = (phi2 && half && ~rw) ? 1'b0 : 1'b1;
assign addr16 = (phi2 && address[7] && bank) ? 1'b1 : 1'b0;
assign latch = (~phi2 && ~half && master_clock) ? 1'b0 : 1'b1;
initial begin
	color[7:0] <= 8'b00000000;
end
always @(posedge master_clock) begin
	if (~hblank && hscreen && vblank) begin
		red <= 1'b0;
		green <= 1'b0;
		blue <= 1'b0;
		intensity <= 1'b1;
	end
	if (~hblank && ~(hscreen && vblank)) begin
		red <= 1'b0;
		green <= 1'b0;
		blue <= 1'b0;
		intensity <= 1'b0;
	end
	if (half) begin
		if (phi2) begin
			if (hblank && vblank) begin
				if (color[7:0] == 8'b00000000) begin
					red <= video_data[3];
					green <= video_data[2];
					blue <= video_data[1];
					intensity <= video_data[0];
				end
				else begin
					if (video_data[3] && video_data[2]) begin
						red <= 1'b1;
						green <= 1'b1;
						blue <= 1'b1;
						intensity <= 1'b1;
					end
					if (~video_data[3] && ~video_data[2]) begin
						red <= 1'b0;
						green <= 1'b0;
						blue <= 1'b0;
						intensity <= 1'b0;
					end
					if (~video_data[3] && video_data[2]) begin
						red <= color[3];
						green <= color[2];
						blue <= color[1];
						intensity <= color[0];
					end
					if (video_data[3] && ~video_data[2]) begin
						red <= color[7];
						green <= color[6];
						blue <= color[5];
						intensity <= color[4];
					end
				end
			end
			if (~rw && address[7] && address[6]) begin
				color[7:0] <= data[7:0];
			end
		end
		else begin
			video_data[5:0] <= data[5:0];
			if (hblank && vblank) begin
				if (color[7:0] == 8'b00000000) begin
					red <= data[7];
					green <= data[6];
					blue <= data[5];
					intensity <= data[4];
				end
				else begin
					if (data[7] && data[6]) begin
						red <= 1'b1;
						green <= 1'b1;
						blue <= 1'b1;
						intensity <= 1'b1;
					end
					if (~data[7] && ~data[6]) begin
						red <= 1'b0;
						green <= 1'b0;
						blue <= 1'b0;
						intensity <= 1'b0;
					end
					if (~data[7] && data[6]) begin
						red <= color[3];
						green <= color[2];
						blue <= color[1];
						intensity <= color[0];
					end
					if (data[7] && ~data[6]) begin
						red <= color[7];
						green <= color[6];
						blue <= color[5];
						intensity <= color[4];
					end
				end
			end
			if (video_addr[7:0] == 8'b10010100) begin
				hsync <= 1'b0;
			end
			if (video_addr[7:0] == 8'b10101100) begin
				hsync <= 1'b1;
			end
			if (video_addr[7:0] == 8'b11001000) begin	
				if (video_addr[17:8] == 10'b1000001010) begin
					vsync <= 1'b0;
				end
				if (video_addr[17:8] == 10'b1000001100) begin
					vsync <= 1'b1;
				end
				if (video_addr[17:8] == 10'b1000001101) begin
					video_addr[17:8] <= 10'b0000000000;
				end
				else begin
					video_addr[17:8] <= video_addr[17:8] + 1;
				end
				video_addr[7:0] <= 8'b00000000;
			end
			else begin
				video_addr[7:0] <= video_addr[7:0] + 1;
			end
		end
		phi2 <= ~phi2;
	end
	else begin
		if (phi2) begin
			if (hblank && vblank) begin
				if (~(color[7:0] == 8'b00000000)) begin
					if (video_data[5] && video_data[4]) begin
						red <= 1'b1;
						green <= 1'b1;
						blue <= 1'b1;
						intensity <= 1'b1;
					end
					if (~video_data[5] && ~video_data[4]) begin
						red <= 1'b0;
						green <= 1'b0;
						blue <= 1'b0;
						intensity <= 1'b0;
					end
					if (~video_data[5] && video_data[4]) begin
						red <= color[3];
						green <= color[2];
						blue <= color[1];
						intensity <= color[0];
					end
					if (video_data[5] && ~video_data[4]) begin
						red <= color[7];
						green <= color[6];
						blue <= color[5];
						intensity <= color[4];
					end
				end
			end
		end
		else begin
			if (hblank && vblank) begin
				if (~(color[7:0] == 8'b00000000)) begin
					if (video_data[1] && video_data[0]) begin
						red <= 1'b1;
						green <= 1'b1;
						blue <= 1'b1;
						intensity <= 1'b1;
					end
					if (~video_data[1] && ~video_data[0]) begin
						red <= 1'b0;
						green <= 1'b0;
						blue <= 1'b0;
						intensity <= 1'b0;
					end
					if (~video_data[1] && video_data[0]) begin
						red <= color[3];
						green <= color[2];
						blue <= color[1];
						intensity <= color[0];
					end
					if (video_data[1] && ~video_data[0]) begin
						red <= color[7];
						green <= color[6];
						blue <= color[5];
						intensity <= color[4];
					end
				end
			end
			if (video_addr[7:0] == 8'b00000000) begin
				hblank <= 1'b1;
			end
			if (video_addr[7:0] == 8'b10000000) begin
				hblank <= 1'b0;
			end
			if (video_addr[7:0] == 8'b10111000) begin
				hscreen <= 1'b1;
			end
			if (video_addr[7:0] == 8'b10010000) begin
				hscreen <= 1'b0;
			end
			if (video_addr[7:0] == 8'b11001000) begin	
				if (video_addr[17:8] == 10'b0111111111) begin
					vblank <= 1'b0;
				end
				if (video_addr[17:8] == 10'b0000011111) begin
					vblank <= 1'b1;
				end
			end
		end
	end
	half <= ~half;
end
endmodule
</file>
<file path="/design/flow/constraint.sdc">
current_design Verilog4

set clk_period 3.4
set clk_io_pct 0.2

create_clock -name clk0 -period $clk_period [get_ports {master_clock}]

set non_clock_inputs [all_inputs -no_clocks]
set_input_delay [expr $clk_period * $clk_io_pct] -clock clk0 $non_clock_inputs
set_output_delay [expr $clk_period * $clk_io_pct] -clock clk0 [all_outputs]
</file>
<file path="/design/flow/config.mk">
export PLATFORM = sky130hd
export DESIGN_NAME = Verilog4
export DESIGN_NICKNAME = Verilog4
export VERILOG_FILES = /design/flow/design.v
export SDC_FILE = /design/flow/constraint.sdc
export NUM_CORES = 4
export LEC_CHECK = 1
export CORE_UTILIZATION = 30
</file>
<file path="/design/flow/run.sh">
#!/bin/bash
# OpenROAD 26Q1-2900-gdf79404cd8, Yosys 0.63+post, stock flow scripts
make -C /OpenROAD-flow-scripts/flow DESIGN_CONFIG=/design/flow/config.mk WORK_HOME=/design/flow/orfs finish
</file>
==> impl_metrics.tcl <==
# flow metrics
set metrics [dict create \
    seqPwrFrac_pct 52.7 \
    setup_viol 0 \
    grt_use_met3_pct 3.51 \
    maxSlewViolCount 0 \
    worst_setup_path_end_kind "primary output" \
    status "complete, no violations" \
    crit_fanout 2 \
    critPathMaxStageDelay_ns 0.46 \
    dp.final_hpwl_um 3460 \
    io_pins 34 \
    grt_util_met1_pct 20.4 \
    largest_reg_flops 18 \
    port_buffers 22 \
    yosysUniqueCellTypes 38 \
    placementRows 32 \
    antenna_cells 0 \
    track_usage_pct 13.2 \
    synth_seq_share_pct 50.6 \
    drt-total-wl_um 5040 \
    ys_area_um2 2450 \
    largestRegisters "video_addr x18, color x8, video_data x6" \
    setup_tns_ns 0 \
    synth.yosys.warnings 3 \
    fp.dieW_um 92.4 \
    p_int_w 0.000902 \
    grt_pass1_wl_um 8610 \
    syn-cell-area_um2 2450 \
    crit_chain "clkbuf_8 -> clkbuf_8 -> nand2_1 -> clkdlybuf4s50_1" \
    worstPathRequired_ns 2.72 \
    r2r_start "half" \
    core_um2 7810 \
    fin_cells 376 \
    placed_cells 366 \
    synthArstFlopShare_pct 0 \
    cp_common_cell "clkbuf_8" \
    ys.flop_type "edfxtp_1" \
    cts_tree "yes" \
    fin_util_pct 37.4 \
    synth.area.top_cells "edfxtp_1, nor2_1, a21oi_1, dfxtp_1, mux2_2" \
    top_cell_area_share_pct 46.5 \
    top_area_cell "edfxtp_1" \
    place_congestion 0.837 \
    p_leak_nw 1.06 \
    chipArea_um2 8540 \
    syn_area_per_cell_um2 9.89 \
    top_register "video_addr" \
    edf_count 38 \
    rsz0062_at_grt "no" \
    p_sw_w 0.000215 \
    initCoreUtil_pct 31.4 \
    hold_ws_ns 0.477 \
    tool_warnings 32 \
    critPathLaunch "master_clock" \
    drt-initial-drc-count 74 \
    tightest_slew_ns 0.675 \
    drtAntennaViolNets 0 \
    hold_viol_final 0 \
    drtPass1Iterations 4 \
    postSynthCellCount 248 \
    met2_usage_pct 19.5 \
    via_per_inst 4.79 \
    power_density_nw_per_um2 383 \
    grt_remaining_overflow 0 \
    num_vias 1800 \
    die_y_um 92.4 \
    cp.arrival_ns 2.43 \
    clkPwrFrac_pct 44.9 \
    antenna_found_initial 0 \
    numSynthFlops 43 \
    yosysCellCount 248 \
    top_cell "edfxtp_1" \
    clk_latency_ns 0.40 \
    start_kind "clock port" \
    top_cells_by_count "edfxtp_1, nor2_1, a21oi_1, nand2_1, o21ai_0" \
    drc 0 \
    grt_max_degree 19 \
    ir_drop_v 0.000275 \
    grt-busiest-layer "met1" \
    critical_path_class "clk2out" \
    cp_slowest_cell "clkdlybuf4s50_1" \
    drive_gt1_share_pct 7.66 \
    worstHoldStart "green" \
    slew_headroom_pct 55.0 \
    power.share.switching_pct 19.2 \
    min_path_type "reg2reg" \
    avgRoutedWirePerCell_um 13.4 \
    postCtsSetupBuffers 0 \
    cts_hold_buf 0 \
    grt_pass1_vias 1800 \
    finalClockSkew_ns 0.00950 \
    maxCapViolCount 0 \
    area_growth_pct 18.9 \
    p_comb_share_pct 2.4 \
    cts.clk_slew.worst_paths_ns 0.07 \
    cts.repair.resized 0 \
]
-- kinds of logic (layout without fill, tap and decap cells) --
| family | count (synthesis) | in the layout | share of synthesized area, % |
|---|---|---|---|
| AND/OR/NAND/NOR | 98 | 98 | 19.7 |
| AND-OR/OR-AND | 51 | 51 | 12.2 |
| flip-flops | 43 | 43 | 50.6 |
| buffers and inverters | 23 | 41 | 4.18 |
| XOR/XNOR | 13 | 13 | 4.64 |
| multiplexers | 12 | 12 | 5.25 |
| adder cells (fa/ha/maj) | 6 | 6 | 3.06 |
| other | 2 | 10 | 0.306 |
-- power groups by stage --
stage / sequential [W] / clock [W] / combinational, W
4_1_cts: 0.000588 / 0.000518 / 0.0000271
5_1_grt: 0.000590 / 0.000544 / 0.0000301
6_report: 0.000588 / 0.000501 / 0.0000268
-- critical path, delay by kind of cell --
family | cells | cell delay [ns]
AND/OR/NAND/NOR | 1 | 0.04
buffers and inverters | 3 | 0.69
-- path summary, 6_finish.rpt --
| check | cells past startpoint | slack (ns) | endpoint |
|---|---|---|---|
| max | 4 | 0.29 | latch |
| min | 2 | 0.48 | green |
| max reg2reg | 5 | 1.15 | vsync |
| min reg2reg | 2 | 0.48 | green |
-- layer usage --
metal  part of all wire, %  vias to the layer above
met3                   6.7                        6
met5                     0                        -
met4                   1.1                        0
met1                    47                      803
li1                      -                      935
met2                    45                       56
-- layout make-up --
cell class | instances | area [µm²]
Fill cell | 765 | 4890
Tap cell | 102 | 128
Inverter | 7 | 26.3
Clock inverter | 2 | 37.5
Timing Repair Buffer | 23 | 225
Clock buffer | 9 | 120
Sequential cell | 43 | 1240
Multi-Input combinational cell | 190 | 1140
-- stage by stage --
step / power [W] / worst slack (ns) / instance area [µm²]
4_1_cts: 0.00113 / 0.285 / 2920
3_3_place_gp: 0.000648 / 0.547 / 2770
3_5_place_dp: 0.000649 / 0.547 / 2770
6_report: 0.00112 / 0.290 / 2920
2_1_floorplan: 0.000610 / 1.00 / 2480
5_1_grt: 0.00116 / 0.245 / 2920
-- layout by cell type (no fill, tap or decap), types with 7 or more instances in the layout --
cell,Yosys,routed
nand2_1,19,19
a21oi_1,22,22
xnor2_1,7,7
inv_1,7,7
clkbuf_8,0,8
nand3_1,11,11
edfxtp_1,38,38
mux2_2,7,7
conb_1,2,10
o21ai_0,14,14
clkdlybuf4s50_1,0,22
nor2_1,36,36
Power is estimated from default activity; no workload was simulated.
