`flow/run.sh`:
```
#!/bin/bash
# OpenROAD 26Q1-2900-gdf79404cd8, Yosys 0.63+post, stock flow scripts
make -C /OpenROAD-flow-scripts/flow DESIGN_CONFIG=/design/flow/config.mk WORK_HOME=/design/flow/orfs finish
```
`flow/config.mk`:
```
export PLATFORM = sky130hd
export DESIGN_NAME = Verilog3
export DESIGN_NICKNAME = Verilog3
export VERILOG_FILES = /design/flow/design.v
export SDC_FILE = /design/flow/constraint.sdc
export NUM_CORES = 4
export LEC_CHECK = 1
export CORE_UTILIZATION = 40
```
`flow/design.v`:
```
`timescale 1ns / 1ps
module Verilog3(
	input master_clock,
	output reg phi2,
	output last,
	inout [7:0] address,
	input [7:0] data,
	output latch,
	output reg hsync,
	output reg vsync,
	output reg red,
	output reg green,
	output reg blue,
	output reg intensity,
	output ram,
	output rom,
	output via,
	input rw,
	output oe,
	output we,
	input bank,
	output addr16
	);
reg half;
reg [17:0] video_addr;
reg [5:0] video_data;
reg hblank;
reg vblank;
reg hscreen;
reg [7:0] color;
assign address[6:0] = ((~phi2 && ~half) ? video_addr[6:0] : ((~phi2) ? video_addr[16:10] : 7'bzzzzzzz));
assign address[7] = ((~phi2 && ~half) ? video_addr[9] : ((~phi2) ? 1'b0 : 1'bz));
assign last = (phi2 && half) ? 1'b1 : 1'b0;
assign via = (phi2 && address[7:0] == 8'b00000111) ? 1'b0 : 1'b1;
assign ram = (~phi2 || (phi2 && ~(address[7] && address[6]) && via)) ? 1'b0 : 1'b1;
assign rom = ((phi2 && address[7] && address[6])) ? 1'b0 : 1'b1;
assign oe = (~phi2 || rw) ? 1'b0 : 1'b1;
assign we = (phi2 && half && ~rw) ? 1'b0 : 1'b1;
assign addr16 = (phi2 && address[7] && bank) ? 1'b1 : 1'b0;
assign latch = (~phi2 && ~half && master_clock) ? 1'b0 : 1'b1;
initial begin
	color[7:0] <= 8'b00000000;
end
always @(posedge master_clock) begin
	if (half) begin
		if (phi2) begin
			if (hblank && vblank) begin
				if (color[7:0] == 8'b00000000) begin
					red <= video_data[3];
					green <= video_data[2];
					blue <= video_data[1];
					intensity <= video_data[0];
				end
				else begin
					if (video_data[3] && video_data[2]) begin
						red <= 1'b1;
						green <= 1'b1;
						blue <= 1'b1;
						intensity <= 1'b1;
					end
					if (~video_data[3] && ~video_data[2]) begin
						red <= 1'b0;
						green <= 1'b0;
						blue <= 1'b0;
						intensity <= 1'b0;
					end
					if (~video_data[3] && video_data[2]) begin
						red <= color[3];
						green <= color[2];
						blue <= color[1];
						intensity <= color[0];
					end
					if (video_data[3] && ~video_data[2]) begin
						red <= color[7];
						green <= color[6];
						blue <= color[5];
						intensity <= color[4];
					end
				end
			end
			else begin
				if (hscreen && vblank) begin
					red <= 1'b0;
					green <= 1'b0;
					blue <= 1'b1;
					intensity <= 1'b0;
				end
				else begin
					red <= 1'b0;
					green <= 1'b0;
					blue <= 1'b0;
					intensity <= 1'b0;
				end
			end
			if (~rw && address[7] && address[6]) begin
				color[7:0] <= data[7:0];
			end
		end
		else begin
			video_data[5:0] <= data[5:0];
			if (hblank && vblank) begin
				if (color[7:0] == 8'b00000000) begin
					red <= data[7];
					green <= data[6];
					blue <= data[5];
					intensity <= data[4];
				end
				else begin
					if (data[7] && data[6]) begin
						red <= 1'b1;
						green <= 1'b1;
						blue <= 1'b1;
						intensity <= 1'b1;
					end
					if (~data[7] && ~data[6]) begin
						red <= 1'b0;
						green <= 1'b0;
						blue <= 1'b0;
						intensity <= 1'b0;
					end
					if (~data[7] && data[6]) begin
						red <= color[3];
						green <= color[2];
						blue <= color[1];
						intensity <= color[0];
					end
					if (data[7] && ~data[6]) begin
						red <= color[7];
						green <= color[6];
						blue <= color[5];
						intensity <= color[4];
					end
				end
			end
			else begin
				if (hscreen && vblank) begin
					red <= 1'b1;
					green <= 1'b0;
					blue <= 1'b0;
					intensity <= 1'b0;
				end
				else begin
					red <= 1'b0;
					green <= 1'b0;
					blue <= 1'b0;
					intensity <= 1'b0;
				end
			end
			if (video_addr[7:0] == 8'b10010100) begin
				hsync <= 1'b0;
			end
			if (video_addr[7:0] == 8'b10101100) begin
				hsync <= 1'b1;
			end
			if (video_addr[7:0] == 8'b11001000) begin	
				if (video_addr[17:8] == 10'b1000001010) begin
					vsync <= 1'b0;
				end
				if (video_addr[17:8] == 10'b1000001100) begin
					vsync <= 1'b1;
				end
				if (video_addr[17:8] == 10'b1000001101) begin
					video_addr[17:8] <= 10'b0000000000;
				end
				else begin
					video_addr[17:8] <= video_addr[17:8] + 1;
				end
				video_addr[7:0] <= 8'b00000000;
			end
			else begin
				video_addr[7:0] <= video_addr[7:0] + 1;
			end
		end
		phi2 <= ~phi2;
	end
	else begin
		if (phi2) begin
			if (hblank && vblank) begin
				if (~(color[7:0] == 8'b00000000)) begin
					if (video_data[5] && video_data[4]) begin
						red <= 1'b1;
						green <= 1'b1;
						blue <= 1'b1;
						intensity <= 1'b1;
					end
					if (~video_data[5] && ~video_data[4]) begin
						red <= 1'b0;
						green <= 1'b0;
						blue <= 1'b0;
						intensity <= 1'b0;
					end
					if (~video_data[5] && video_data[4]) begin
						red <= color[3];
						green <= color[2];
						blue <= color[1];
						intensity <= color[0];
					end
					if (video_data[5] && ~video_data[4]) begin
						red <= color[7];
						green <= color[6];
						blue <= color[5];
						intensity <= color[4];
					end
				end
			end
			else begin
				if (hscreen && vblank) begin
					red <= 1'b0;
					green <= 1'b1;
					blue <= 1'b0;
					intensity <= 1'b0;
				end
				else begin
					red <= 1'b0;
					green <= 1'b0;
					blue <= 1'b0;
					intensity <= 1'b0;
				end
			end
		end
		else begin
			if (hblank && vblank) begin
				if (~(color[7:0] == 8'b00000000)) begin
					if (video_data[1] && video_data[0]) begin
						red <= 1'b1;
						green <= 1'b1;
						blue <= 1'b1;
						intensity <= 1'b1;
					end
					if (~video_data[1] && ~video_data[0]) begin
						red <= 1'b0;
						green <= 1'b0;
						blue <= 1'b0;
						intensity <= 1'b0;
					end
					if (~video_data[1] && video_data[0]) begin
						red <= color[3];
						green <= color[2];
						blue <= color[1];
						intensity <= color[0];
					end
					if (video_data[1] && ~video_data[0]) begin
						red <= color[7];
						green <= color[6];
						blue <= color[5];
						intensity <= color[4];
					end
				end
			end
			else begin
				if (hscreen && vblank) begin
					red <= 1'b0;
					green <= 1'b0;
					blue <= 1'b0;
					intensity <= 1'b0;
				end
				else begin
					red <= 1'b0;
					green <= 1'b0;
					blue <= 1'b0;
					intensity <= 1'b0;
				end
			end
			if (video_addr[7:0] == 8'b00000000) begin
				hblank <= 1'b1;
			end
			if (video_addr[7:0] == 8'b10000000) begin
				hblank <= 1'b0;
			end
			if (video_addr[7:0] == 8'b10111000) begin
				hscreen <= 1'b1;
			end
			if (video_addr[7:0] == 8'b10010000) begin
				hscreen <= 1'b0;
			end
			if (video_addr[7:0] == 8'b11001000) begin	
				if (video_addr[17:8] == 10'b0111111111) begin
					vblank <= 1'b0;
				end
				if (video_addr[17:8] == 10'b0000011111) begin
					vblank <= 1'b1;
				end
			end
		end
	end
	half <= ~half;
end
endmodule
```
`flow/constraint.sdc`:
```
current_design Verilog3

set clk_period 4.3
set clk_io_pct 0.2

create_clock -name clk0 -period $clk_period [get_ports {master_clock}]

set non_clock_inputs [all_inputs -no_clocks]
set_input_delay [expr $clk_period * $clk_io_pct] -clock clk0 $non_clock_inputs
set_output_delay [expr $clk_period * $clk_io_pct] -clock clk0 [all_outputs]
```
==> out/metrics.cfg <==
[grt]
grt_max_degree=19
grt_usage_pct=17.34
globalRouteOverflowTotal=0
grt_pass1_wl_um=9273
antenna_found_initial=0
grt_pass1_vias=1869

[synthesis]
ys_cells=256
synth_cell_types=51
post-synth-top-area-cell=edfxtp_1
ys_area_um2=2643
numSynthFlops=43
async_flop_share_pct=0
top_cells_by_area=edfxtp_1 (48%), ha_1 (5.7%), nor2_1 (3.6%)
synth.avg_cell_area_um2=10.32
yosys_warnings=3
edf_count=42
ff_type=edfxtp_1
synth_area_um2=2643
ys_seq_share_pct=48.48
top_area_share_pct=47.73
syn_inst=256

[worst_setup_path]
cp.required_ns=3.44
slowest_stage=clkdlybuf4s50_1
r2r_cells=5
path_cells=clkbuf_8 -> clkbuf_8 -> nand2_1 -> clkdlybuf4s50_1
start_kind=clock port
end_kind=output pin
cp_slowest_stage_delay_ns=0.45
crit_top_cell=clkbuf_8
cp.buffers_inverters=3
ff2ff_setup_slack_ns=1.69
cp_top_family=buffers and inverters
crit_type=clk2out
crit_fanout=2
cp.arrival_ns=2.87
timing.rr.start=phi2
r2r_end=vsync

[routing]
via_count=1953
drt_iter0_drc=84
antenna_cells=0
antenna_left=0
drc=0
avgRoutedWirePerCell_um=14.96
drt-pass1-iter-count=4
totalWireLength_um=5431
viasPerCell=5.380

[sta]
drv_slew=0
worst_slack_ns=0.5717
hold_viol=0
max_slew_margin_pct=50.67
worst_clock_skew_ns=0.01237
rsz0062_at_grt=no
setup_tns_ns=0
tightest_slew_ns=0.7392
whs_ns=0.6118
setup_viol=0

[clock_tree]
cts.clk_slew.worst_paths_ns=0.08
cts_resized=0
cts_setup_buffers=0
cts_tree=built
clkLatencyLatePin_ns=0.40
cts-hold-fix-buffers=0

[worst_hold_path]
min_to=phi2
hp-class=reg2reg
hold_start=half
worstHoldPathCells=0

[power_and_ir_drop]
power.density_nw_per_um2=274.0
p_leak_nw=1.143
ir_worst_vdd_v=0.0001350

[floorplanning]
initCoreUtil_pct=41.62
core.rowCount=29
io_pins=34
design.core.area_um2=6350
die-area_um2=6936
die_w_um=83.28
die_h_um=83.28

[cells_and_area]
drive_gt1_share_pct=8.042
lay_top_count=edfxtp_1
area_growth_pct=16.10
final_cell_mix=edfxtp_1 (42), nor2_1 (25), nand2_1 (23)
fin_area_um2=3068

[place]
place_worst_setup_slack_ns=0.8173
port_buffers=22
place_area_um2=2943
place_congestion=0.9329
dpl.hpwl_um=3882

[job]
maxCapViolCount=0
tool_warnings=38

[outcome]
status=complete, no violations

## sequential cells by signal, indices dropped and copies added (netlist names)
register	count
red	1
hsync	1
half	1
hscreen	1
video_addr	18
intensity	1
color	8
video_data	6
green	1
blue	1
vsync	1
vblank	1
hblank	1
phi2	1
## logic make-up (layout without fill, tap and decap cells)
| group | count (synthesis) | count (layout) | share of synthesized area (%) |
|---|---|---|---|
| compound gates | 39 | 39 | 10.23 |
| other cells | 2 | 10 | 0.2842 |
| mux | 10 | 10 | 4.120 |
| buf+inv | 25 | 47 | 3.882 |
| flops | 43 | 43 | 48.48 |
| fa+ha+maj | 12 | 12 | 5.682 |
| xor+xnor | 14 | 14 | 4.640 |
| simple gates | 111 | 111 | 22.68 |
## final cells by class
cell class / count / area, um2
timing repair buffer: 22 / 217.7
tap: 77 / 96.34
clock inverter: 3 / 15.01
sequential: 43 / 1281
inverter: 13 / 48.80
clock buffer: 9 / 120.1
fill: 588 / 3282
multi-input combinational: 196 / 1289
## synth_stat cells, types with 2 or more instances
| library cell | instances |
|---|---|
| and2_1 | 3 |
| nor4_2 | 2 |
| nand2_1 | 23 |
| buf_1 | 2 |
| nand3_1 | 18 |
| mux2i_1 | 3 |
| o31ai_1 | 6 |
| mux2_2 | 7 |
| ha_1 | 12 |
| o21ai_0 | 9 |
| and3_1 | 3 |
| clkbuf_1 | 7 |
| xor2_1 | 7 |
| xnor2_1 | 7 |
| a21oi_1 | 8 |
| inv_1 | 12 |
| buf_4 | 2 |
| nor2_1 | 25 |
| edfxtp_1 | 42 |
| conb_1 | 2 |
| nand3b_1 | 3 |
| a41o_1 | 2 |
| nor2b_1 | 14 |
| nor3_1 | 6 |
| nor4_1 | 2 |
| nand4_1 | 4 |
## stage by stage
stage / utilization (%) / cells / power [W]
after floorplan: - / 264 / 0.0004945
after global placement: 46.34 / 352 / 0.0005291
after detailed placement: 46.34 / 352 / 0.0005293
after CTS: 48.32 / 363 / 0.0008495
after global routing: 48.32 / 363 / 0.0008753
final: 48.32 / 363 / 0.0008406
## worst register-to-register path, delay by kind of cell (launching register included)
kind / cells / cell delay, ns
simple gates: 3 / 0.96
flops: 1 / 0.54
buf+inv: 2 / 0.81
## metal layers
layer  vias up  track usage, %  part of all wire, %
met1       915           29.60                   51
met2        43           24.52                   43
met5         -               0                    0
met3         9           3.734                  4.4
met4         0           2.978                  1.3
li1        986               -                    -
## power by group
part           switching, W  internal, W
clock              0.000153     0.000185
sequential        0.0000113     0.000462
combinational     0.0000134    0.0000161
## worst max path at each step
stage / startpoint / to / slack [ns] / cells after the start
global route: master_clock / latch / 0.54 / 4
finish: master_clock / latch / 0.57 / 4
CTS: master_clock / latch / 0.56 / 4
Power figures rest on the tool's default switching activity, not on a simulated workload.
